<file path="flow/config.mk">
export PLATFORM = sky130hd
export DESIGN_NAME = Encoder
export DESIGN_NICKNAME = Encoder
export VERILOG_FILES = /design/flow/design.v
export SDC_FILE = /design/flow/constraint.sdc
export NUM_CORES = 4
export LEC_CHECK = 1
export CORE_AREA = 10 10 100 100
export DIE_AREA = 0 0 110 110
</file>
<file path="flow/constraint.sdc">
current_design Encoder

set clk_period 4.9
set clk_io_pct 0.2

create_clock -name clk0 -period $clk_period [get_ports {clk}]

set non_clock_inputs [all_inputs -no_clocks]
set_input_delay [expr $clk_period * $clk_io_pct] -clock clk0 $non_clock_inputs
set_output_delay [expr $clk_period * $clk_io_pct] -clock clk0 [all_outputs]
</file>
<file path="flow/design.v">
module   Encoder  #
(
	parameter	signed ENCO_NUM = 32'd4000	 
)
(	
	input	wire				clk		, 
	input	wire				rst_n	, 
	input	wire				Enco_A	, 
	input	wire				Enco_B	, 
	input	wire				Enco_Z	, 
	output	reg		[1:0]		motor_dir, 
	output	reg	signed 	[15:0]	motor_cnt, 
	output	reg	signed	[15:0]	motor_cir  
);
	wire				Enco_A_r ;
	reg					Enco_A_r1;
	reg					Enco_A_r2;
	reg					Enco_A_r3;
	always @ (posedge clk  or  negedge rst_n) begin
		if(!rst_n) begin
			Enco_A_r1 <= 1'b0;
			Enco_A_r2 <= 1'b0;
			Enco_A_r3 <= 1'b0;
		end
		else begin
			Enco_A_r1 <= Enco_A;
			Enco_A_r2 <= Enco_A_r1;
			Enco_A_r3 <= Enco_A_r2;
		end
	end
	assign  Enco_A_r = Enco_A_r3;
    reg					Enco_A_pos; 
	reg					Enco_A_neg; 
	reg					Enco_A_temp;
	always @ (posedge clk  or  negedge rst_n) begin
		if(!rst_n) begin
			Enco_A_temp <= 1'b0;
		end
		else begin
			Enco_A_temp <= Enco_A_r;
		end
	end
	always @ (posedge clk  or  negedge rst_n) begin
		if(!rst_n) begin
			Enco_A_pos <= 1'b0;
		end
		else begin
		if((Enco_A_temp == 1'b0)&&(Enco_A_r == 1'b1))begin 
				Enco_A_pos <= 1'b1;
			end
			else begin
				Enco_A_pos <= 1'b0;
			end
		end
	end
	always @ (posedge clk  or  negedge rst_n) begin
		if(!rst_n) begin
			Enco_A_neg <= 1'b0;
		end
		else begin
		if((Enco_A_temp == 1'b1)&&(Enco_A_r == 1'b0))begin 
				Enco_A_neg <= 1'b1;
			end
			else begin
				Enco_A_neg <= 1'b0;
			end
		end
	end
	wire				Enco_B_r ;
	reg					Enco_B_r1;
	reg					Enco_B_r2;
	reg					Enco_B_r3;	
	always @ (posedge clk  or  negedge rst_n) begin
		if(!rst_n) begin
			Enco_B_r1 <= 1'b0;
			Enco_B_r2 <= 1'b0;
			Enco_B_r3 <= 1'b0;
		end
		else begin
			Enco_B_r1 <= Enco_B;
			Enco_B_r2 <= Enco_B_r1;
			Enco_B_r3 <= Enco_B_r2;
		end
	end
	assign  Enco_B_r = Enco_B_r3;
	wire				Enco_Z_r ;
	reg					Enco_Z_r1;
	reg					Enco_Z_r2;
	reg					Enco_Z_r3;
	always @ (posedge clk  or  negedge rst_n) begin
		if(!rst_n) begin
			Enco_Z_r1 <= 1'b0;
			Enco_Z_r2 <= 1'b0;
			Enco_Z_r3 <= 1'b0;
		end
		else begin
			Enco_Z_r1 <= Enco_Z;
			Enco_Z_r2 <= Enco_Z_r1;
			Enco_Z_r3 <= Enco_Z_r2;
		end
	end
	assign  Enco_Z_r = Enco_Z_r3;
	reg					Enco_B_pos;
	reg					Enco_B_neg;
	reg					Enco_B_temp;
	always @ (posedge clk  or  negedge rst_n) begin
		if(!rst_n) begin
			Enco_B_temp <= 1'b0;
		end
		else begin
			Enco_B_temp <= Enco_B_r;
		end
	end
	always @ (posedge clk  or  negedge rst_n) begin
		if(!rst_n) begin
			Enco_B_pos <= 1'b0;
		end
		else begin
			if((Enco_B_temp == 1'b0)&&(Enco_B_r == 1'b1))begin
				Enco_B_pos <= 1'b1;
			end
			else begin
				Enco_B_pos <= 1'b0;
			end
		end
	end
	always @ (posedge clk  or  negedge rst_n) begin
		if(!rst_n) begin
			Enco_B_neg <= 1'b0;
		end
		else begin
			if((Enco_B_temp == 1'b1)&&(Enco_B_r == 1'b0))begin
				Enco_B_neg <= 1'b1;
			end
			else begin
				Enco_B_neg <= 1'b0;
			end
		end
	end
	reg					Enco_Z_pos;
	reg					Enco_Z_temp;
	always @ (posedge clk  or  negedge rst_n) begin
		if(!rst_n) begin
			Enco_Z_temp <= 1'b0;
		end
		else begin
			Enco_Z_temp <= Enco_Z_r;
		end
	end
	always @ (posedge clk  or  negedge rst_n) begin
		if(!rst_n) begin
			Enco_Z_pos <= 1'b0;
		end
		else begin
			if((Enco_Z_temp == 1'b0)&&(Enco_Z_r == 1'b1))begin
				Enco_Z_pos <= 1'b1;
			end
			else begin
				Enco_Z_pos <= 1'b0;
			end
		end
	end
	always @ (posedge clk  or  negedge rst_n) begin
		if(!rst_n) begin
		motor_dir <= 2'b00;
		end
		else begin
			if((Enco_A_r == 1'b1)&&(Enco_B_r == 1'b0)&&(Enco_A_pos == 1'b1))begin
				motor_dir <= 2'b01;				 
			end
			else if((Enco_A_r == 1'b1)&&(Enco_B_r == 1'b1)&&(Enco_A_pos == 1'b1)) begin
				motor_dir <= 2'b10;				 
			end
			else begin
				motor_dir <= motor_dir;	
			end
		end
	end
	reg				Enco_flag;
	always @ (posedge clk  or  negedge rst_n) begin
		if(!rst_n) begin
			Enco_flag <= 1'b0;
		end
		else begin
			if(Enco_A_pos == 1'b1)begin
				Enco_flag <= 1'b1;
			end
			else if(Enco_B_pos == 1'b1) begin
				Enco_flag <= 1'b1;
			end
			else if(Enco_A_neg == 1'b1) begin
				Enco_flag <= 1'b1;
			end
			else if(Enco_B_neg == 1'b1) begin
				Enco_flag <= 1'b1;
			end
			else begin
				Enco_flag <= 1'b0;
			end
		end
	end
	always @ (posedge clk  or  negedge rst_n) begin
		if(!rst_n) begin
			motor_cnt <= 16'd0;
		end
		else begin
			if(Enco_flag == 1'b1) begin
				if( motor_cnt <= -(ENCO_NUM-1) | motor_cnt >= (ENCO_NUM-1)) begin
					motor_cnt <= 16'd0;
				end
				else if(motor_dir==2'b01)begin
					motor_cnt <= motor_cnt - 1'd1;
				end
				else if(motor_dir==2'b10)begin
					motor_cnt <= motor_cnt +1'd1;
				end
			end
			else begin
				motor_cnt <= motor_cnt;
			end
		end
	end
	always @ (posedge clk  or  negedge rst_n) begin
		if(!rst_n) begin
			motor_cir <= 1'd0;
		end
		else  begin
		if(Enco_flag == 1'b1) begin
			if((motor_dir == 2'b01)&&(motor_cnt <= -(ENCO_NUM-1)))begin
				motor_cir <= motor_cir - 1'd1;
			end
			else if((motor_dir == 2'b10)&&(motor_cnt >= (ENCO_NUM-1))) begin
				motor_cir <= motor_cir + 1'd1;
			end
		end
		else begin
			motor_cir <= motor_cir;
		end
		end
	end
endmodule
</file>
<file path="flow/run.sh">
#!/bin/bash
# OpenROAD 26Q1-2900-gdf79404cd8, Yosys 0.63+post, stock flow scripts
make -C /OpenROAD-flow-scripts/flow DESIGN_CONFIG=/design/flow/config.mk WORK_HOME=/design/flow/orfs finish
</file>
==> notes.md <==
run results: GRT Total Usage 3.94%, clk sinks 31, DRC violations left 0, H-Tree Level Count 2, CP peak stage delay 0.54 ns, slowest CP cell dfrtp_1, Flop area 776 µm², Clock Tree Root clkbuf_8, Setup CP Type reg2out, Logic pwr share 29.4%, Worst R2R Start motor_dir[1], largest net degree at the start of global routing 32, floorplan utilization 16.6%, routed vias/inst 3.27, Log Warnings 26, DR iter-0 viols 42, I/O pin count 39, ys cells 101, GPL Wtd Cong 0.737, synthesis area per yosys 1300 µm², post-synthesis sequential area ratio 59.8%, area grow syn2layout 28.9%, hold_buf cts 0, area of the multi-input gates 457 µm², distinct lib cells 23, measured slew at the worst slew-check pin 0.513 ns, CP top delay family flip-flops, maximum clock path buffer count 2, Clock power frac 23.3%, FP Rows 32, startpoint types flip-flop, Max FO, Critical Path 7, most numerous logic cell after layout dfrtp_1, WL/cell 10.4 µm, Latency at later pin 0.28 ns, grt met2 use 5.38%, layout cells sized above 1 10.8%, fin crit share 47.7%, setup TNS 0 ns, VDD IR max 0.163 mV, outcome complete, no violations, P_leak 0.672 nW, crit-path cells clkdlybuf4s50_1, CP bufs+invs 1, power density over the cells 526 nW/µm², min-delay worst type reg2reg, final setup vio count 0, RSZ-0062 raised after global routing false, first-pass GRT wire length 3.83 mm, fmax 427 MHz, clock tree from TritonCTS built, total CTS buffers 5, switching pwr 0.000270 W, dominant logic cell types in the final layout 31 x dfrtp_1, 21 x clkdlybuf4s50_1, 16 x conb_1, 12 x xnor2_1, initial antenna violation count 0, GRT met1 Usage 5.61%, Clk pin slew, worst setup/hold paths 0.07 ns, CP Capture Type primary output, Pre-Repair DR Iteration Count 5, top cell type by total area after synthesis dfrtp_1, met3 GRT Util 1.88%, R2R Setup Slk 3.09 ns, GRT overflow 0, Port-buffer cells 21, final wirelength 2.42 mm, total power 0.000878 W, CORE AREA 7810 µm², filler instances 854, switch share 30.7%, Yosys warning total 1, Die X 110 µm, internal power 0.000608 W, die area 12100 µm², Slew headroom 65.5%, vias in the first global route 759, post-CTS resize count 0, Hold Path Origin Enco_A_r2, setup bufs post-CTS 0, post-synth top area share 59.8%, Reg with most FFs motor_cir, post-layout minimum cycle time 2.34 ns, # diodes 0, hold depth 0, worst endpoint required time 3.92 ns, hold endpoint Enco_A_r3, Setup Skew 0.00529 ns, Post-synth regs 31, R2R Path End motor_cir[10], Die H 110 µm, grt peak-use layer met1, max FFs per register 16, Final ANT Viol Nets 0, Synth Instances 101, WP data arrival 1.36 ns, biggest area cells dfrtp_1 60%, buf_4 9.3%, xnor2_1 8.1%, routed vias 759, syn_area_per_cell 12.8 µm², Worst R2R Path Depth 6, final hold vios 0, biggest regs motor_cir: 16 flops, motor_dir: 2 flops, cell area after synthesis 1300 µm², worst hold slack 0.351 ns, Flop pwr share 47.3%, Final HPWL DP 1.80 mm, max cap viols 0, Pins Over Slew Limit 0
## cell usage after synthesis (all sizes together)
| master | instances |
|---|---|
| nand3b | 2 |
| dfrtp | 31 |
| nor4 | 2 |
| o21ai | 1 |
| conb | 1 |
| nor2b | 4 |
| nand2b | 3 |
| mux2 | 2 |
| nand3 | 3 |
| o41ai | 1 |
| xor2 | 3 |
| xnor2 | 12 |
| or4 | 2 |
| nor2 | 5 |
| nor3 | 3 |
| nand4b | 1 |
| buf | 16 |
| nand2 | 4 |
| ha | 1 |
| a31oi | 1 |
| a21oi | 1 |
| or3 | 2 |
## final cells by class
cell class | instances | share of cell area, %
clock buffer | 5 | 4.12
clock inverter | 3 | 1.42
multi-input combinational | 69 | 27.3
sequential | 31 | 46.4
tap | 102 | 7.64
timing repair buffer | 22 | 13.0
## through the flow
stage / instances / worst slack (ns) / utilization [%] / area (µm²)
2_1_floorplan: 116 / 3.33 / - / 1350
3_3_place_gp: 224 / 2.86 / 20.2 / 1580
3_5_place_dp: 224 / 2.86 / 20.2 / 1580
4_1_cts: 232 / 2.54 / 21.4 / 1670
5_1_grt: 232 / 2.48 / 21.4 / 1670
6_report: 232 / 2.56 / 21.4 / 1670
## worst max-delay path by stage
stage | start | endpoint | depth (start not counted)
after CTS | motor_cir[1] | motor_cir[1] | 1
after global routing | motor_cir[1] | motor_cir[1] | 1
final | motor_cir[1] | motor_cir[1] | 1
## kinds of logic (layout without fill, tap and decap cells)
logic type | Yosys count | in the layout | share of synthesized area [%]
buffers and inverters | 16 | 30 | 9.27
other | 1 | 16 | 0.289
AND/OR/NAND/NOR | 31 | 31 | 15.8
AND-OR/OR-AND | 4 | 4 | 1.93
flip-flops | 31 | 31 | 59.8
multiplexers | 2 | 2 | 1.74
XOR/XNOR | 15 | 15 | 10.1
adder cells (fa/ha/maj) | 1 | 1 | 0.965
## layer usage
| metal | up-vias | part of all wire (%) |
|---|---|---|
| li1 | 364 | - |
| met2 | 31 | 43 |
| met5 | - | 0 |
| met4 | 0 | 1.8 |
| met1 | 357 | 45 |
| met3 | 7 | 11 |
## power groups by stage
stage                 clock network (W)  registers, W  logic (W)
after CTS                      0.000212      0.000417   0.000268
after global routing           0.000225      0.000434   0.000291
final                          0.000205      0.000416   0.000258
Power and IR drop assume default switching activity.
