## design/flow/run.sh

```bash
#!/bin/bash
# OpenROAD 26Q1-2900-gdf79404cd8, Yosys 0.63+post, stock flow scripts
make -C /OpenROAD-flow-scripts/flow DESIGN_CONFIG=/design/flow/config.mk WORK_HOME=/design/flow/orfs finish
```

## design/flow/config.mk

```make
export PLATFORM = sky130hd
export DESIGN_NAME = DAC8728
export DESIGN_NICKNAME = DAC8728
export VERILOG_FILES = /design/flow/design.v
export SDC_FILE = /design/flow/constraint.sdc
export NUM_CORES = 4
export LEC_CHECK = 1
export CORE_UTILIZATION = 50
```

## design/flow/constraint.sdc

```tcl
current_design DAC8728

set clk_period 4.9
set clk_io_pct 0.2

create_clock -name clk0 -period $clk_period [get_ports {clk}]

set non_clock_inputs [all_inputs -no_clocks]
set_input_delay [expr $clk_period * $clk_io_pct] -clock clk0 $non_clock_inputs
set_output_delay [expr $clk_period * $clk_io_pct] -clock clk0 [all_outputs]
```

## design/flow/design.v

```verilog
module   DAC8728 #
(
	parameter		DELAY   =  32'd100 
)
(
	input		wire				clk			,	
	input		wire				rst_n		,	
	input		wire	[4:0]		add_in		,	
	input		wire	signed [15:0]		data_in		, 	
	output		reg					done_dac	,	
	output		wire				dac_re_wr	,	
	output		wire				dac_cs_n	,	
	output		wire	[4:0]		dac_add		,	
	output		wire signed 	[15:0]		dac_data	 	
);
	reg		[4:0]			add_reg;
	reg	signed 	[15:0]			data_reg;
	reg						init_done;
	reg		[31:0]			cnt_delay;	
	wire					done;
	reg						send;
	reg		[4:0]			add;
	reg	signed	[15:0]			data;
	reg		[15:0]			current_state;
	reg		[15:0]			next_state;
	localparam			IDLE = 6'b000_001;
	localparam			S1   = 6'b000_010;
	localparam			S2   = 6'b000_100;
	localparam			S3   = 6'b001_000;
	localparam			S4   = 6'b010_000;
	localparam			S5   = 6'b100_000;
	always @ (posedge clk  or  negedge rst_n) begin
		if(!rst_n) begin
			add_reg  <= 5'b00001;
			data_reg <= 16'b0000_0000_0000_0000;	
		end
		else begin
			if(done) begin
				add_reg  <= add_in;
				data_reg <= data_in;
			end
			else begin
				add_reg  <= add_reg;
				data_reg <= data_reg;
			end
		end
	end	
	always @ (posedge clk  or  negedge rst_n) begin
		if(!rst_n) begin
			current_state <= IDLE;
		end
		else begin
			current_state <= next_state;
		end
	end	
	always @ (*) begin
		if(!rst_n) begin
			next_state = IDLE;
		end
		else begin
			case (current_state)
				IDLE : begin		
					next_state = S1;
				end
				S1   : begin		
					if(cnt_delay >= (DELAY - 1'b1)) begin
						next_state = S2;
					end
					else begin
						next_state = S1;
					end
				end
				S2   : begin	
					next_state = S3;
				end
				S3   : begin	
					if(cnt_delay >= (DELAY - 1'b1)) begin
						next_state = S4;
					end
					else begin
						next_state = S3;
					end
				end
				S4   : begin
					next_state = S5;
				end
				S5   : begin	
					if(cnt_delay >= (DELAY - 1'b1)) begin
						next_state = S4;
					end
					else begin
						next_state = S5;
					end
				end
				default: begin
					next_state = IDLE;
				end
			endcase
		end
	end
	always @ (posedge clk  or  negedge rst_n) begin
		if(!rst_n) begin
			send <= 1'b0;
		end
		else begin
			case (current_state)
				IDLE : begin		
					send <= 1'b0;
				end
				S1   : begin		
					send <= 1'b0;
				end
				S2   : begin	
					send <= 1'b1;
				end
				S3   : begin	
					send <= 1'b0;
				end
				S4   : begin	
					send <= 1'b1;
				end
				S5   : begin	
					send <= 1'b0;
				end
				default: begin
					send <= 1'b0;
				end
			endcase
		end
	end
	always @ (posedge clk  or  negedge rst_n) begin
		if(!rst_n) begin
			add	<= 5'b00111;
		end
		else begin
			case (current_state)
				IDLE : begin		
					add	<= 5'b00111;
				end
				S1   : begin		
					add	<= 5'b00111;
				end
				S2   : begin		
					add	<= 5'b00000;
				end
				S3   : begin		
					add	<= 5'b00000;
				end
				S4   : begin		
					add	<= add_reg;
				end
				S5   : begin		
					add	<= add_reg;
				end
				default: begin
					add	<= 5'b00111;
				end
			endcase
		end
	end
	always @ (posedge clk  or  negedge rst_n) begin
		if(!rst_n) begin
			data <= 16'h7fff;
		end
		else begin
			case (current_state)
				IDLE : begin			
					data <= 16'h7fff;
				end
				S1   : begin		
					data <= 16'h7fff;
				end
				S2   : begin		
					data <= 16'b1000_0001_1000_0000;
				end
				S3   : begin		
					data <= 16'b1000_0001_1000_0000;
				end
				S4   : begin	
					data <= data_reg;
				end
				S5   : begin		
					data <= data_reg;
				end
				default: begin
					data <= 16'h7fff;
				end
			endcase
		end
	end	
	always @ (posedge clk  or  negedge rst_n) begin
		if(!rst_n) begin
			cnt_delay <= 32'd0;
		end
		else begin
			case (next_state)
				IDLE : begin		
					cnt_delay <= 32'd0;
				end
				S1   : begin		
					cnt_delay <= cnt_delay + 1'b1;
				end
				S2   : begin		
					cnt_delay <= 32'd0;
				end
				S3   : begin		
					cnt_delay <= cnt_delay + 1'b1;
				end
				S4   : begin		
					cnt_delay <= 32'd0;
				end
				S5   : begin		
					cnt_delay <= cnt_delay + 1'b1;
				end
				default: begin
					cnt_delay <= 32'd0;
				end
			endcase
		end
	end	
	always @ (posedge clk  or  negedge rst_n) begin
		if(!rst_n) begin
			init_done <= 1'b0;
		end
		else begin
			case (current_state)
				IDLE : begin		
					init_done <= 1'b0;
				end
				S1   : begin	
					init_done <= 1'b0;
				end
				S2   : begin	
					init_done <= 1'b0;
				end
				S3   : begin	
					init_done <= 1'b0;
				end
				S4   : begin	
					init_done <= 1'b1;
				end
				S5   : begin	
					init_done <= 1'b1;
				end
				default: begin
					init_done <= 1'b0;
				end
			endcase
		end
	end	
	always @ (posedge clk  or  negedge rst_n) begin
		if(!rst_n) begin
			done_dac <= 1'b0;
		end
		else begin
			if(init_done) begin
				if(done) begin
					done_dac <= 1'b1;
				end
				else begin
					done_dac <= 1'b0;
				end
			end
			else begin
				done_dac <= 1'b0;
			end
		end
	end
DAC8728_Drivers  DAC8728_Drivers_inst
	(
		.clk				( clk		),	
		.rst_n				( rst_n		),	
		.add_in				( add		),	
		.data_in			( data		), 	
		.send				( send		),
		.done				( done		),	
		.dac_re_wr			( dac_re_wr	),	
		.dac_cs_n			( dac_cs_n	),	
		.dac_add			( dac_add	),	
		.dac_data			( dac_data	) 	
	);
endmodule
module   DAC8728_Drivers 
(
	input		wire				clk			,	 
	input		wire				rst_n		,	 
	input		wire	[4:0]		add_in		,	 
	input		wire	signed  [15:0]		data_in		, 	 
	input		wire				send		, 	 
	output		reg					done		,	 
	output		reg					dac_re_wr	,	 
	output		reg					dac_cs_n	,	 
	output		reg		[4:0]		dac_add		,	 
	output		reg	signed 	[15:0]		dac_data	 	 
);
	reg		[15:0]			current_state;
	reg		[15:0]			next_state;
	localparam			IDLE = 16'b0_000_000_000_000_001;
	localparam			S1   = 16'b0_000_000_000_000_010;
	localparam			S2   = 16'b0_000_000_000_000_100;
	localparam			S3   = 16'b0_000_000_000_001_000;
	localparam			S4   = 16'b0_000_000_000_010_000;
	localparam			S5   = 16'b0_000_000_000_100_000;
	localparam			S6   = 16'b0_000_000_001_000_000;
	localparam			S7   = 16'b0_000_000_010_000_000;
	localparam			S8   = 16'b0_000_000_100_000_000;
	localparam			S9   = 16'b0_000_001_000_000_000;
	localparam			S10  = 16'b0_000_010_000_000_000;
	localparam			S11  = 16'b0_000_100_000_000_000;
	localparam			S12  = 16'b0_001_000_000_000_000;
	localparam			S13  = 16'b0_010_000_000_000_000;
	localparam			S14  = 16'b0_100_000_000_000_000;
	localparam			S15  = 16'b1_000_000_000_000_000;
	always @ (posedge clk or negedge rst_n) begin
		if(!rst_n) begin
			current_state <= IDLE;
		end
		else begin
			current_state <= next_state;
		end
	end
	always @ (*) begin
		if(!rst_n) begin
			next_state = IDLE;
		end
		else begin
			case (current_state)
			IDLE  : begin 
				if(send)begin
					next_state = S1;  
				end
				else begin
					next_state = IDLE;  
				end
			end
			S1    : begin 
				next_state = S2;  
			end
			S2    : begin 
				next_state = S3;  
			end
			S3    : begin 
				next_state = S4;  
			end
			S4    : begin 
				next_state = S5;  
			end
			S5    : begin 
				next_state = S6;  
			end
			S6    : begin 
				next_state = S7;  
			end
			S7    : begin 
				next_state = S8;  
			end
			S8    : begin 
				next_state = S9;  
			end
			S9    : begin 
				next_state = S10;  
			end
			S10   : begin 
				next_state = S11;  
			end
			S11   : begin 
				next_state = IDLE;  
			end	
			default : begin 
				next_state = IDLE; 
			end
			endcase
		end
	end
	always @ (posedge clk  or  negedge rst_n) begin
		if(!rst_n) begin
			dac_cs_n <= 1'b1;
		end
		else begin
			case (current_state)
				IDLE : begin
					dac_cs_n <= 1'b1;
				end
				S1   : begin
					dac_cs_n <= 1'b1;
				end
				S2   : begin
					dac_cs_n <= 1'b1;
				end
				S3   : begin
					dac_cs_n <= 1'b1;
				end
				S4   : begin
					dac_cs_n <= 1'b0;
				end
				S5   : begin
					dac_cs_n <= 1'b0;
				end
				S6   : begin
					dac_cs_n <= 1'b0;
				end
				S7   : begin
					dac_cs_n <= 1'b1;
				end
				S8   : begin
					dac_cs_n <= 1'b1;
				end
				S9   : begin
					dac_cs_n <= 1'b1;
				end
				S10  : begin
					dac_cs_n <= 1'b1;
				end
				S11  : begin
					dac_cs_n <= 1'b1;
				end
				default: begin
					dac_cs_n <= 1'b1;
				end
			endcase
		end
	end	
	always @ (posedge clk  or  negedge rst_n) begin
		if(!rst_n) begin
			dac_re_wr <= 1'b1;
		end
		else begin
			case (current_state)
				IDLE : begin
					dac_re_wr <= 1'b1;
				end
				S1   : begin
					dac_re_wr <= 1'b1;
				end
				S2   : begin
					dac_re_wr <= 1'b1;
				end
				S3   : begin
					dac_re_wr <= 1'b0;
				end
				S4   : begin
					dac_re_wr <= 1'b0;
				end
				S5   : begin
					dac_re_wr <= 1'b0;
				end
				S6   : begin
					dac_re_wr <= 1'b0;
				end
				S7   : begin
					dac_re_wr <= 1'b0;
				end
				S8   : begin
					dac_re_wr <= 1'b1;
				end
				S9   : begin
					dac_re_wr <= 1'b1;
				end
				S10  : begin
					dac_re_wr <= 1'b1;
				end
				S11  : begin
					dac_re_wr <= 1'b1;
				end
				default: begin
					dac_re_wr <= 1'b1;
				end
			endcase
		end
	end	
	always @ (posedge clk  or  negedge rst_n) begin
		if(!rst_n) begin
			dac_add <= 5'b00_111;
		end
		else begin
			case (current_state)
				IDLE : begin
					dac_add <= 5'b00_111;
				end
				S1   : begin
					dac_add <= add_in;
				end
				S2   : begin
					dac_add <= add_in;
				end
				S3   : begin
					dac_add <= add_in;
				end
				S4   : begin
					dac_add <= add_in;
				end
				S5   : begin
					dac_add <= add_in;
				end
				S6   : begin
					dac_add <= add_in;
				end
				S7   : begin
					dac_add <= add_in;
				end
				S8   : begin
					dac_add <= add_in;
				end
				S9   : begin
					dac_add <= add_in;
				end
				S10  : begin
					dac_add <= 5'b00_111;
				end
				S11  : begin
					dac_add <= 5'b00_111;
				end
				default: begin
					dac_add <= 5'b00_111;
				end
			endcase
		end
	end
	always @ (posedge clk  or  negedge rst_n) begin
		if(!rst_n) begin
			dac_data <= 16'h80e8;
		end
		else begin
			case (current_state)
				IDLE : begin
					dac_data <= 16'h80e8;
				end
				S1   : begin
					dac_data <= 16'h80e8;
				end
				S2   : begin
					dac_data <= data_in;
				end
				S3   : begin
					dac_data <= data_in;
				end
				S4   : begin
					dac_data <= data_in;
				end
				S5   : begin
					dac_data <= data_in;
				end
				S6   : begin
					dac_data <= data_in;
				end
				S7   : begin
					dac_data <= data_in;
				end
				S8   : begin
					dac_data <= data_in;
				end
				S9   : begin
					dac_data <= data_in;
				end
				S10  : begin
					dac_data <= 16'h80e8;
				end
				S11  : begin
					dac_data <= 16'h80e8;
				end
				default: begin
					dac_data <= 16'h80e8;
				end
			endcase
		end
	end
	always @ (posedge clk  or  negedge rst_n) begin
		if(!rst_n) begin
			done <= 1'b1;
		end
		else begin
			case (current_state)
				IDLE : begin
					done <= 1'b1;
				end
				S1   : begin
					done <= 1'b0;
				end
				S2   : begin
					done <= 1'b0;
				end
				S3   : begin
					done <= 1'b0;
				end
				S4   : begin
					done <= 1'b0;
				end
				S5   : begin
					done <= 1'b0;
				end
				S6   : begin
					done <= 1'b0;
				end
				S7   : begin
					done <= 1'b0;
				end
				S8   : begin
					done <= 1'b0;
				end
				S9   : begin
					done <= 1'b0;
				end
				S10  : begin
					done <= 1'b0;
				end
				S11  : begin
					done <= 1'b1;
				end
				default: begin
					done <= 1'b1;
				end
			endcase
		end
	end	
endmodule
```

==> impl_metrics.csv <==
group,metric,value,unit
cells_and_area,final_cells,568,
power,p_leak,2.61,nW
cells_and_area,areaGrowthSynthToFinish,24.8,%
critical_path,crit_top_cell,"buf_4",
power,p_total,2.32,mW
floorplanning,dieWidth,101,um
global_routing,grt_pass1_wl,14.6,mm
critical_path,ff2ff_setup_slack,2.24,ns
critical_path,start_kind,"primary input",
power,power_frac_seq,0.433,
critical_path,crit_path_start,"rst_n",
sta,rsz0062_at_grt,"false",
power,ir_worst_vdd,0.201,mV
cells_and_area,final_area,6070,sq um
floorplanning,fp-row-count,35,
detailed_routing,drt-total-wl,8.30,mm
clock_network,clockRootBuffer,"clkbuf_8",
synthesis,syn_area,4870,sq um
power,switching_share,0.217,
sta,setup_viol,0,
global_routing,grt_pass1_vias,3002,
synthesis,syn_inst,369,
sta,fin_tns_setup,0,ns
global_routing,grt_antenna_before_repair,0,
synthesis,synth_cell_types,42,
detailed_routing,ant_nets,0,
clock_network,clk_pin_slew_worst_paths,0.06,ns
floorplanning,die_y,101,um
synthesis,synthFlopType,"dfrtp_1",
clock_network,cts_hold_buf,0,
detailed_routing,drt-pass1-iter-count,4,
synthesis,top_cell_area_share,0.447,
placement,dp_hpwl,5.09,mm
sta,post-route-period-util,0.545,
global_routing,grt-ovfl-total,0,
sta,fmax,374,MHz
run,warnings,26,
status,outcome,"finished, final reports clean",
clock_network,cts.path.max_buffers,2,
power,p_int,1.81,mW
synthesis,area_leaders,"dfrtp_1, dfstp_2, nor3_2, mux2_2, xor2_1",
global_routing,grt_max_degree,60,
power,power.share.clock,0.538,
power,power.combinational.fraction,0.029,
floorplanning,ios,47,
sta,tightest_slew,0.826,ns
power,p_sw,503,uW
detailed_routing,vias,2957,
critical_path,cp_max_fo,39,
clock_network,cts_sinks,119,
cells_and_area,drive_gt1_frac,0.303,
sta,period_needed,2.67,ns
sta,slew_headroom,0.449,
clock_network,cts_resized,0,
clock_network,cts_buffers,17,
critical_path,cpPeakStageDelay,0.44,ns
synthesis,edf_count,0,
synthesis,synth_warnings,2,
placement,place_congestion,0.823,
placement,placed_area,5470,sq um
detailed_routing,drt-initial-drc-count,109,
critical_path,required,5.26,ns
critical_path,reg2reg_from,"cnt_delay[0]",
synthesis,ys_seq_share,0.620,
critical_path,crit_chain,"buf_4 > clkinv_1 > o21a_1 > mux2i_4 > buf_4 > nor3_2",
detailed_routing,wire_per_inst,14.6,um
synthesis,yosysTopAreaCell,"dfrtp_1",
floorplanning,die-area,10100,sq um
global_routing,track_usage,0.193,
synthesis,ys_ff,119,
power,powerDensity,382,nW/um^2
critical_path,slowest_stage,"buf_4",
critical_path,arrival,3.03,ns
synthesis,syn_area_per_cell,13.2,sq um
critical_path,crit_buf_inv,3,
detailed_routing,drcViolationCount,0,
clock_network,cts_tree,"yes",
sta,finalHoldViolCount,0,
clock_network,htreeDepth,4,
critical_path,path_delay_family,"buffers and inverters",
floorplanning,floorplanUtilization,0.522,
synthesis,ys_cells,369,
placement,port_buffers,46,
critical_path,path_class,"in2reg",
sta,final_max_slew_viol_count,0,
synthesis,yosysChipArea,4870,sq um
hold_path,hp-class,"reg2reg",
sta,finalClockSkew,0.00694,ns
critical_path,end_kind,"register",
hold_path,hold_start,"DAC8728_Drivers_inst.current_state[7]",
clock_network,clk_latency,0.50,ns
synthesis,ys_async_sr_fraction,1.00,
detailed_routing,viasPerCell,5.21,
detailed_routing,n_antenna_cell,0,
floorplanning,core,9330,sq um
clock_network,post_cts_buffers,0,
run,maxCapViolCount,0,
placement,dp.cells,536,
placed cells by master (no fill, tap or decap), drive strengths merged, types with 2 or more instances in the layout:
master         netlist  final
o21a                 2      2
or3                  2      2
a211o                2      2
and4                 3      3
a21oi                2      2
clkdlybuf4s50        0     45
clkbuf               6     18
buf                  9      8
or4                  3      3
xnor2                4      4
dfstp               32     32
a21o                16     16
xor2                26     26
nand3               14     14
mux2                21     21
and3                 8      8
nand2b               5      5
nand2               12     12
dfrtp               87     87
nor2                 8      8
or2                  4      4
inv                  4     12
clkinv               1      3
nor4                 7      7
and2                26     26
nor3b                3      3
nor2b                2      2
nor3                41     41
nand4               13     13
bufinv               0      3
power groups by stage:
stage         clock (mW)  sequential [mW]  combinational, mW
CTS                 1.28             1.00             0.0697
global route        1.32             1.00             0.0752
finish              1.25             1.00             0.0671
kinds of logic (layout without fill, tap and decap cells):
logic type	Yosys count	count (layout)	synth area share
simple gates	152	152	0.210
fa+ha+maj	1	1	0.00257
compound gates	25	25	0.0391
flops	119	119	0.620
xor+xnor	30	30	0.0540
mux	22	22	0.0514
buf+inv	20	90	0.0226
worst paths after layout:
kind | endpoint | cells after the start
min reg2reg | DAC8728_Drivers_inst.dac_cs_n | 1
min in group asynchronous | DAC8728_Drivers_inst.dac_add[3] | 1
max reg2reg | cnt_delay[23] | 7
min | DAC8728_Drivers_inst.dac_cs_n | 1
max | cnt_delay[5] | 6
max in group asynchronous | data[15] | 2
layer usage:
metal,global-route usage,up-vias,share of wire
li1,-,1415,-
met1,0.312,1478,0.48
met2,0.297,58,0.47
met3,0.0416,6,0.043
met4,0.0223,0,0.010
met5,0,-,0
cell usage after synthesis (all sizes together) (3+ instances only):
cell    count
dfrtp      87
nor3       41
dfstp      32
and2       26
xor2       26
mux2       21
a21o       16
nand3      14
nand4      13
nand2      12
buf         9
and3        8
nor2        8
nor4        7
clkbuf      6
nand2b      5
inv         4
or2         4
xnor2       4
and4        3
nor3b       3
or4         3
final cells by class:
class | count | area, sq um
inverter | 5 | 18.8
multi-input combinational | 230 | 1760
fill | 696 | 3260
clock inverter | 14 | 185
sequential | 119 | 3020
timing repair buffer | 53 | 510
tap | 129 | 161
clock buffer | 18 | 418
metrics by stage:
step,hold WS (ns),utilization,worst slack [ns]
after CTS,0.395,0.651,2.20
final,0.395,0.651,2.23
after global routing,0.427,0.651,2.06
after detailed placement,0.390,0.586,1.68
after floorplan,0.366,-,2.75
after global placement,0.388,0.586,1.75
Power figures rest on the tool's default switching activity, not on a simulated workload.
