==> /design/flow/design.v <==
module led_twink(
    input   sys_clk,
    input   rst_n,
    output reg led
);
reg [23:0]  cnt; 
always @(posedge sys_clk or negedge rst_n)
begin
    if(!rst_n)
        cnt <= 1'b0;
    else
        if(cnt < 24'd10000000)
            cnt <= cnt + 1'b1; 
        else
            cnt <= 24'd0;
end
always @(posedge sys_clk or negedge rst_n)
begin
    if(!rst_n)
        led <= 1'b0;
    else
        if(cnt == 24'd10000000)
            led <= ~led;
        else
            led <= led;
end
endmodule
==> /design/flow/run.sh <==
#!/bin/bash
# OpenROAD 26Q1-2900-gdf79404cd8, Yosys 0.63+post, stock flow scripts
make -C /OpenROAD-flow-scripts/flow DESIGN_CONFIG=/design/flow/config.mk WORK_HOME=/design/flow/orfs finish
==> /design/flow/config.mk <==
export PLATFORM = sky130hd
export DESIGN_NAME = led_twink
export DESIGN_NICKNAME = led_twink
export VERILOG_FILES = /design/flow/design.v
export SDC_FILE = /design/flow/constraint.sdc
export NUM_CORES = 4
export LEC_CHECK = 1
export CORE_UTILIZATION = 30
==> /design/flow/constraint.sdc <==
current_design led_twink

set clk_period 4.0
set clk_io_pct 0.2

create_clock -name clk0 -period $clk_period [get_ports {sys_clk}]

set non_clock_inputs [all_inputs -no_clocks]
set_input_delay [expr $clk_period * $clk_io_pct] -clock clk0 $non_clock_inputs
set_output_delay [expr $clk_period * $clk_io_pct] -clock clk0 [all_outputs]
==> reports/results.tsv <==
metric	value	unit
yosys cell count	141	
Worst Path Arrival	2.43	ns
chip area	0.00472	mm2
max-slew violation count	0	
Diodes inserted	0	
top cells by area	dfrtp_1 (47%), xnor2_1 (8.5%), nor2_1 (5.6%)	
Flops after synth	25	
global-route wire length before repair	4300	um
setup TNS	0	ns
Late-Pin Clk Latency	0.27	ns
critical path capture point	cnt[22]	
worst reg2reg path depth	5	
Post-DRT Antenna Nets	0	
Post-synth EDFFs	0	
clock-pin slew of the registers on the worst-case setup and hold paths	0.09	ns
crit path max-delay cell type	or4_4	
cell taking the most area after synthesis	dfrtp_1	
Mean Syn Cell Area	9.47	um2
Longest Clk Path Bufs	2	
CP most frequent cell	or4_4	
RSZ-0062 raised after global routing	false	
WP data required	4.20	ns
Yosys Chip Area	0.00134	mm2
CTS tree	done	
worst vdd ir	0.138	mV
reg2reg start	cnt[0]	
DRC viols	0	
CTS Hold Buffers Added	0	
DR WL/cell	13.0	um
Vias	1007	
outcome	finished, final reports clean	
TritonCTS buffer count	3	
delay-heaviest family, CP	simple AND/OR/NAND/NOR gates	
synthesized instance count	141	
Slew HR	64.9	%
Post-Syn Area	0.00134	mm2
DIE HEIGHT	68.7	um
vias in the first global route	957	
CP startpoint kind	flip-flop	
detailed placement HPWL	1760	um
delay of the slowest critical-path stage	0.62	ns
Crit Path Class	reg2reg	
largest net degree at the start of global routing	26	
Final Cycle Share	55.8	%
crit path cell chain	ha_1, nand4_4, or4_4, or4_4, a21oi_2	
Post-synth top cells	dfrtp_1 (25), nor2_1 (20), xnor2_1 (13)	
worst hold path class	reg2reg	
antenna violations before repair	0	
Critical Path Fanout Max	7	
die width	68.7	um
Post-CTS Repair Setup Buffers	0	
Tool Warnings	26	
first-pass iteration count of the detailed router	4	
GR Util All Layers	12.6	%
fillers	402	
Async SR Flop Fraction	100	%
row count	23	
CP Capture Type	flip-flop	
I/O Pins	3	
Worst Path Buf+Inv	0	
PD cells	278	mW/mm2
reg2reg end	cnt[22]	
dpl ws	1.79	ns
Sink Count	25	
Synth top area share	46.9	%
GRT overflow	0	
Setup crit start	cnt[0]	
register-to-register setup slack	1.77	ns
time the worst path needs with I/O delays and setup	2.23	ns
H-Tree Level Count	1	
via/cell ratio	5.19	
DRT iter0 DRCs	65	
Leak	0.576	nW
Yosys Warn Count	1	
CTS root buffer	clkbuf_8	
Worst Skew	0.00818	ns
final WL	2510	um
Fmax	448	MHz
Hold Path Stages	1	
Dominant Register Cell	dfrtp_1	
PostCTS Resize Cnt	0	
min setup slack post-route	1.77	ns
Setup violations, final	0	
actual slew at the worst max-slew pin	0.525	ns
core utilization at floorplan	32.2	%
Netlist cell types	33	
Synth-to-Final Area Change	9.56	%
Crit path depth	5	
Yosys top cell by instances	dfrtp_1	
Hold Fails Final Rpt	0	
Core Box Area	0.00414	mm2
RePlAce Congestion	0.841	
share of cells above drive strength 1	9.03	%
max_cap viols	0	
port bufs	2	
Seq/Total Area, Yosys	46.9	%
how the worst min path moves through the flow:
| stage | end | start |
|---|---|---|
| CTS | led | led |
| global route | led | led |
| finish | led | led |
metrics by stage:
step           power (mW)  instance area [um2]  instances  utilization (%)  hold slack [ns]
2_1_floorplan       0.258                 1340        141                -            0.424
3_5_place_dp        0.264                 1420        190             34.2            0.469
4_1_cts             0.414                 1460        194             35.3            0.486
3_3_place_gp        0.264                 1420        190             34.2            0.463
5_1_grt             0.427                 1460        194             35.3            0.520
6_report            0.407                 1460        194             35.3            0.482
metal layers:
metal	vias to the layer above	global-route usage [%]	part of all wire (%)
met5	-	0	0
met4	0	1.53	1.7
met3	2	3.00	4.3
met2	19	19.6	44
met1	476	18.9	50
li1	510	-	-
power by group:
part           switching, mW  leakage, nW  internal, mW  total (mW)
clock network         0.0781       0.0255        0.0696       0.148
logic                0.00489        0.211       0.00150     0.00638
registers                  0        0.340         0.252       0.252
state kept, by name (all words and copies together), names as in the netlist:
signal and count:
cnt 24, led 1
kinds of logic after synthesis:
family                   after synthesis  share of synthesized area [%]
XOR/XNOR                              16                           10.5
AND-OR/OR-AND                         17                           7.59
flip-flops                            25                           46.9
buffers and inverters                 12                           3.65
AND/OR/NAND/NOR                       69                           29.5
adder cells (fa/ha/maj)                2                           1.87
worst reg2reg max path, cell delays in order (launching register included):
cell and delay, ns:
dfrtp_1 0.43, ha_1 0.28, nand4_4 0.20, or4_4 0.62, or4_4 0.50, a21oi_2 0.14
layout by cell type, fill, tap and decap left out, types with 2 or more instances in the layout:
cell	count
clkbuf_8	3
ha_1	2
o21ai_0	6
or4_4	2
nor2_1	20
inv_1	7
nor4_1	5
xnor2_1	13
nand4_1	6
or4_1	2
or3_1	6
nand4b_1	2
and4_1	2
nor3_1	5
buf_4	2
xor2_1	3
a21oi_1	5
dfrtp_1	25
clkdlybuf4s50_1	2
nand3_1	6
nand2_1	7
layout make-up:
class                      instances  area (um2)  share of cell area (%)
multi-input combinational        104         667                    45.6
sequential                        25         626                    42.8
tap                               50        62.6                    4.28
clock buffer                       3        41.3                    2.82
timing repair buffer               4        35.0                    2.40
inverter                           7        26.3                    1.80
clock inverter                     1        5.00                   0.342
Power and IR drop assume default switching activity.
